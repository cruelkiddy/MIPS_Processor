===== ./design.v =====
module adder(
    input [31:0] a,
    input [31:0] b,
    output [31:0] out,
    output positive_overflow,
    output negative_overflow
);
    wire [32:0] a_extended, b_extended, result;
    assign a_extended[31:0] = a;
    assign a_extended[32] = a[31];
    assign b_extended[31:0] = b;
    assign b_extended[32] = b[31];
    assign result = a_extended + b_extended;
    assign positive_overflow = (result[32:31] == 2'b01) ? 1'b1 : 1'b0;
    assign negative_overflow = (result[32:31] == 2'b10) ? 1'b1 : 1'b0;
    assign out = result[31:0];
endmodule  

===== ./config.mk =====
export PLATFORM = sky130hd
export DESIGN_NAME = adder
export DESIGN_NICKNAME = adder
export VERILOG_FILES = /design/flow/design.v
export SDC_FILE = /design/flow/constraint.sdc
export NUM_CORES = 4
export LEC_CHECK = 1
export CORE_AREA = 10 10 109 109
export DIE_AREA = 0 0 119 119

===== ./run.sh =====
#!/bin/bash
# OpenROAD 26Q1-2900-gdf79404cd8, Yosys 0.63+post, stock flow scripts
make -C /OpenROAD-flow-scripts/flow DESIGN_CONFIG=/design/flow/config.mk WORK_HOME=/design/flow/orfs finish

===== ./constraint.sdc =====
current_design adder

set clk_period 15.7
set clk_io_pct 0.2

create_clock -name clk0 -period $clk_period

set non_clock_inputs [all_inputs -no_clocks]
set_input_delay [expr $clk_period * $clk_io_pct] -clock clk0 $non_clock_inputs
set_output_delay [expr $clk_period * $clk_io_pct] -clock clk0 [all_outputs]

==> metrics.yaml <==
outcome: "finished clean"
num_vias: 2280
mux_share_pct: 1.044
min_to: "out[0]"
hp-class: "in2out"
end_kind: "primary output"
ys_types: 57
cp.arrival_ns: 6.15
fmax_ghz: 0.1076
seqCellArea_sq_um: 0
p_leak_nw: 1.193
hold_ws_ns: 7.342
route.layer.met1.wl_um: 3612
maxSlewViolCount: 0
dieArea_sq_um: 14160
rsz0062_at_grt: "false"
grt_use_total_pct: 9.594
ant_nets: 0
ys_sh_adder_pct: 21.93
syn_avg_cell_area_sq_um: 6.970
worstPathMaxFanout: 4
crit_type: "in2out"
yosys-stat-area_sq_um: 1917
ys_top_logic_family: "AND-OR/OR-AND gates"
dr.max_layer_used: "met4"
fp_util_pct: 19.89
logic_area_sq_um: 1824
synth_top_area_share_pct: 20.89
first_pass_iters: 4
fin_crit_ns: 9.290
ys_warn_count: 0
drive_gt1_share_pct: 3.581
fin_area_sq_um: 3005
antenna_found_initial: 0
grt_pass1_vias: 2308
power.total_mw: 0.1348
aoi_share_pct: 37.21
placed_area_sq_um: 3005
row_count: 36
hpwl_um: 6445
grt_overflow: 0
wl_per_cell_um: 14.45
dr_wl_met2_um: 3063
pwr_density_cell_nw_per_um2: 44.84
fin_setup_tns_ns: 0
ys_seq_share_pct: 0
fill_cells: 1061
hold_viol: 0
drc: 0
grt_max_degree: 10
critPathRequiredTime_ns: 12.56
routed_wl_um: 7168
synth_top_cell_by_area: "ha_1"
maxSlewHeadroom_pct: 70.79
ys_sh_xor_pct: 12.34
ios: 98
simple_gate_area_share_pct: 22.65
post-route-period-util_pct: 59.17
min_from: "b[0]"
crit_path_start_kind: "input port"
wl_met3_um: 451
syn2layout_area_growth_pct: 56.79
diodes: 0
min_path_cells: 3
synth_stat.cells: 275
port_buffers: 98
nClkBuffers: 0
tightest_slew_ns: 0.4345
drt_iter0_drc: 90
core_sq_um: 9639
vdd_drop_max_v: 0.00001228
cap_violations: 0
log.warning_count: 32
synthCells: 275
chipWidth_um: 119
postCtsSetupBuffers: 0
syn_area_sq_um: 1917
seq_cells: 0
gp_congestion: 0.8598
die_h_um: 119
topCellsByArea: "ha_1 21%, a21oi_1 9.1%, xnor2_1 6.4%"
vias_per_cell: 4.597
cts_resized: 0
report.final.setup_viol: 0
grt_pass1_wl_um: 11560
holdBufCountCts: 0
area by class of cell:
cell class | count | area share (%)
multi-input combinational | 256 | 60.70
timing repair buffer | 98 | 32.64
tap | 133 | 5.537
inverter | 9 | 1.124
layer usage:
layer	track usage, %	up-vias
li1	-	1209
met1	13.92	1008
met2	14.80	59
met3	2.158	4
met4	0.5344	0
met5	0	-
power breakdown:
part           switching (mW)  internal [mW]  total [mW]
logic                  0.0569         0.0779       0.135
registers                   0              0           0
clock network               0              0           0
metrics by stage:
stage               instances  util, %  setup slack, ns
finish                    496    31.18            6.410
global route              496    31.18            6.227
CTS                       496    31.18            6.401
detailed placement        496    31.18            6.420
global placement          496    31.18            6.476
floorplan                 275        -            7.642
how the worst max path moves through the flow:
stage / to / depth (start not counted) / startpoint / slack, ns
4_1_cts: negative_overflow / 11 / a[0] / 6.40
5_1_grt: negative_overflow / 11 / b[0] / 6.23
6_report: negative_overflow / 11 / a[0] / 6.41
cell families after synthesis:
family | count (synthesis)
adder cells (fa/ha/maj) | 33
AND-OR/OR-AND | 105
AND/OR/NAND/NOR | 89
buffers and inverters | 19
XOR/XNOR | 27
multiplexers | 2
worst max-delay path, cell delays in order:
cell	delay, ns
clkdlybuf4s50_1	0.41
ha_1	0.23
fa_1	0.43
a211oi_1	0.29
nor2_1	0.13
a21oi_2	0.25
a21oi_2	0.14
o21ai_1	0.31
o21ai_1	0.17
mux2i_1	0.17
clkdlybuf4s50_1	0.48
synthesized netlist by cell type (2+ instances only):
cell type	number
nor2_1	24
a22oi_1	3
a31oi_1	5
a211oi_1	5
nand4_1	9
ha_1	32
a21boi_0	2
nand3_1	4
and3_1	2
a21o_1	8
xnor2_1	14
o211ai_1	3
buf_2	4
o21ai_1	6
and2_1	2
xor2_1	13
buf_6	2
clkbuf_1	3
nor2b_1	2
inv_1	9
a21oi_1	35
o21bai_1	5
o21ai_0	12
a21oi_2	3
o21a_1	2
nor3_1	7
mux2i_1	2
nand2_1	28
layout by cell type (no fill, tap or decap), drive strengths merged, types with 6 or more instances in the layout:
| cell type | netlist | final |
|---|---|---|
| clkdlybuf4s50 | 0 | 98 |
| a21oi | 39 | 39 |
| ha | 32 | 32 |
| nand2 | 28 | 28 |
| nor2 | 24 | 24 |
| o21ai | 18 | 18 |
| xnor2 | 14 | 14 |
| xor2 | 13 | 13 |
| nand4 | 9 | 9 |
| inv | 9 | 9 |
| a21o | 8 | 8 |
| nor3 | 7 | 7 |
| a211oi | 6 | 6 |
No activity file was given, so power comes from the tool's default toggle rates.
